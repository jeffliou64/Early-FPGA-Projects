===== design/flow/run.sh =====
#!/bin/bash
# OpenROAD 26Q1-2900-gdf79404cd8, Yosys 0.63+post, stock flow scripts
make -C /OpenROAD-flow-scripts/flow DESIGN_CONFIG=/design/flow/config.mk WORK_HOME=/design/flow/orfs finish

===== design/flow/config.mk =====
export PLATFORM = sky130hd
export DESIGN_NAME = lab4_top
export DESIGN_NICKNAME = lab4_top
export VERILOG_FILES = /design/flow/design.v
export SDC_FILE = /design/flow/constraint.sdc
export NUM_CORES = 4
export LEC_CHECK = 1
export CORE_AREA = 10 10 70 70
export DIE_AREA = 0 0 80 80

===== design/flow/constraint.sdc =====
current_design lab4_top

set clk_period 1.4
set clk_io_pct 0.2

create_clock -name clk0 -period $clk_period [get_ports {KEY}]

set non_clock_inputs [all_inputs -no_clocks]
set_input_delay [expr $clk_period * $clk_io_pct] -clock clk0 $non_clock_inputs
set_output_delay [expr $clk_period * $clk_io_pct] -clock clk0 [all_outputs]

===== design/flow/design.v =====
module lab4_top(SW,KEY,HEX0);   
  input [9:0] SW;
  input [3:0] KEY;
  output [6:0] HEX0;
  reg [4:0] next_state;
  reg [6:0] HEX0;
  wire [4:0] reset_state, present_state;  
  vDFF #(5) STATE(KEY[0],reset_state,present_state);
  assign reset_state= ~KEY[1] ? 5'b00001 : next_state;
  always @(*)begin  
      case(present_state)
        5'b00001 : {next_state, HEX0}={(SW[0] ? 5'b00010 : 5'b10000),7'b0100100};    
        5'b00010 : {next_state, HEX0}={(SW[0] ? 5'b00100 : 5'b00001),7'b0011001};
        5'b00100 : {next_state, HEX0}={(SW[0] ? 5'b01000 : 5'b00010),7'b1000000};
        5'b01000 : {next_state, HEX0}={(SW[0] ? 5'b10000 : 5'b00100),7'b0110000};    
        5'b10000 : {next_state, HEX0}={(SW[0] ? 5'b00001 : 5'b01000),7'b1111001};    
        default {next_state, HEX0}={5'b00001,7'b0100100};                      
      endcase
  end
endmodule
module vDFF(clk, in, out);
 parameter n=1;
 input clk;
 input [n-1:0] in;
 output [n-1:0] out;
 reg [n-1:0] out;
 always @(posedge clk)
  out=in;
endmodule

==> flow_metrics.env <==
# physical design summary
export IMPL_first_pass_iters=2
export IMPL_yosysWarnings=2
export IMPL_die_y_um=80
export IMPL_gp_congestion=0.6506
export IMPL_fmax_mhz=762.8
export IMPL_port_buffers=7
export IMPL_clkTransAtPathRegs_ps=40
export IMPL_hold_buffers=0
export IMPL_holdWs_ps=84.12
export IMPL_final_hold_violation_count=0
export IMPL_critPathCapture="HEX0[4]"
export IMPL_core_area_um2=3416
export IMPL_end_kind="primary output"
export IMPL_largest_reg_flops=5
export IMPL_syn_to_final_growth_pct=74.87
export IMPL_drt_wirelength_per_cell_um=6.756
export IMPL_place_ws_ps=-8.147
export IMPL_grt_pass1_wl_um=945
export IMPL_p_seq_frac=0.300
export IMPL_slew_viol_final=0
export IMPL_period_needed_ps=1311
export IMPL_hold_class="clk2reg"
export IMPL_critical_path_startpoint="STATE.out[1]"
export IMPL_ir_drop_mv=0.2646
export IMPL_hpwlAfterDp_um=421.1
export IMPL_ys_area_um2=239.0
export IMPL_initCoreUtil=0.06996
export IMPL_ff2ff_path_depth=3
export IMPL_vias_per_cell=2.523
export IMPL_syn_area_um2=239.0
export IMPL_warnings=81
export IMPL_internal_power_uw=615.5
export IMPL_powerDensity_nw_per_um2=1952
export IMPL_drc_errors=0
export IMPL_vias=217
export IMPL_antenna_found_initial=0
export IMPL_die_w_um=80
export IMPL_worstHoldStart="KEY[1]"
export IMPL_ys_cells=25
export IMPL_syn_area_per_cell_um2=9.559
export IMPL_crit_path_max_fanout=5
export IMPL_synthCells=25
export IMPL_crit_type="reg2out"
export IMPL_ys_seq_frac=0.4188
export IMPL_rrSetupSlack_ps=620
export IMPL_final_cell_area_um2=417.9
export IMPL_worst_slack_ps=89.02
export IMPL_diodes=0
export IMPL_status="complete, no violations"
export IMPL_synth_cell_types=11
export IMPL_clock_skew_ps=0.7696
export IMPL_place_inst=77
export IMPL_swShare=0.2455
export IMPL_grt_pass1_vias=266
export IMPL_r2r_end="STATE.out[2]"
export IMPL_max_cap_violations=0
export IMPL_clk_latency_ps=220
export IMPL_numSynthFlops=5
export IMPL_total_power_uw=815.8
export IMPL_fin_crit_sh=0.9364
export IMPL_postRouteAntennaNets=0
export IMPL_comb_power_share=0.290
export IMPL_grt_max_degree=7
export IMPL_cts_tree="yes"
export IMPL_clkPwrFrac=0.410
export IMPL_power_switching_uw=200.3
export IMPL_rsz0062_at_grt="false"
export IMPL_p_leak_uw=0.0001886
export IMPL_wl_um=581
export IMPL_ios=21
export IMPL_grt_usage=0.01787
export IMPL_drive_gt1_frac=0.4000
export IMPL_placed_cell_area_um2=359.1
export IMPL_final_cells=86
export IMPL_dieArea_um2=6400
export IMPL_crit_required_ps=1120
export IMPL_cp_start_kind="flop"
export IMPL_row_count=21
export IMPL_gr_total_overflow=0
export IMPL_crit_arrival_ps=1030
export IMPL_setup_viol=0
export IMPL_timing_rr_start="STATE.out[3]"
export IMPL_drt_iter0_drc=9
==> power groups by stage <==
stage	clock, µW	sequential, µW	combinational, µW
CTS	390	239	227
finish	335	245	236
global route	432	252	272
==> layout by cell type, fill, tap and decap left out, types with 2 or more instances in the layout <==
| cell type | count |
|---|---|
| buf_2 | 2 |
| dfxtp_1 | 2 |
| or2_1 | 2 |
| buf_4 | 3 |
| dlygate4sd2_1 | 3 |
| clkbuf_4 | 6 |
| dfxtp_2 | 3 |
| mux2i_1 | 5 |
| nor2b_1 | 4 |
==> cell usage after synthesis <==
| library cell | instances | area share |
|---|---|---|
| o21ai_0 | 1 | 0.021 |
| or3_1 | 1 | 0.026 |
| nor2b_1 | 4 | 0.10 |
| conb_1 | 1 | 0.016 |
| buf_4 | 3 | 0.094 |
| mux2i_1 | 5 | 0.21 |
| dfxtp_1 | 5 | 0.42 |
| nand2_1 | 1 | 0.016 |
| nor2_1 | 1 | 0.016 |
| or2_1 | 2 | 0.052 |
| nor4_1 | 1 | 0.026 |
==> cells by family (layout without fill, tap and decap cells) <==
group	count (synthesis)	after routing	synth area share
and+or+nand+nor	10	10	0.2408
muxes	5	5	0.2094
DFF	5	5	0.4189
buffers and inverters	3	18	0.09423
other	1	1	0.01569
AOI/OAI and AO/OA	1	1	0.02092
==> critical path, stage by stage (launching register included) <==
cell	delay [ps]
dfxtp_2	330
or3_1	360
buf_2	120
==> final cells by class <==
| class | instances | area (µm²) |
|---|---|---|
| fillers | 407 | 2998 |
| well taps | 46 | 57.56 |
| clock buffers | 7 | 48.80 |
| clock inverters | 1 | 3.754 |
| repair buffers | 10 | 78.83 |
| flip-flops and latches | 5 | 103.9 |
| multi-input cells | 17 | 125.1 |
==> through the flow <==
step	utilization	setup TNS (ps)
5_1_grt	0.1223	0
6_report	0.1223	0
4_1_cts	0.1194	0
2_1_floorplan	-	0
3_3_place_gp	0.1051	-13.49
3_5_place_dp	0.1051	-8.147
==> timing repair <==
| item | CTS | global route |
|---|---|---|
| pin swaps | 0 | 2 |
| gates resized | 14 | 3 |
| setup endpoints to repair | 6 | 2 |
| buffers inserted | 1 | 0 |
==> metal layers <==
layer,vias up,global-route usage,part of all wire
met5,-,0,0
met4,0,0.03521,0.093
met3,4,0.01477,0.11
met2,15,0.01525,0.33
met1,91,0.01671,0.46
li1,107,-,-
==> how the worst min path moves through the flow <==
stage / end / slack (ps) / cells past startpoint
final: STATE.out[0] / 80 / 3
after global routing: STATE.out[0] / 110 / 3
after CTS: STATE.out[0] / 90 / 3
No activity file was given, so power comes from the tool's default toggle rates.
